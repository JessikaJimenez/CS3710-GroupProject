==> flow/design.v <==
module ALU #(parameter WIDTH = 16) (regSrc, regDst, aluOp, aluResult, carry, low, flag, zero, negative);
	input [WIDTH - 1:0] regSrc, regDst;  
	input[2:0] aluOp;  
	output reg [WIDTH - 1:0] aluResult;  
	output carry, low, flag, zero, negative;
	wire [WIDTH - 1:0] regSrc2, sum;
	wire sameSign;
	assign regSrc2 = aluOp[2] ? ~regSrc:regSrc; 
	assign sum = regDst + regSrc2 + aluOp[2];
	assign sameSign = regDst[WIDTH-1] == regSrc[WIDTH-1];
	assign carry = aluOp[2] ? (regDst<regSrc):(sum<regDst);
	assign zero = aluResult == 0;
	assign low = regDst < regSrc; 
	assign flag = aluOp[2] ? (!sameSign&&(regSrc[WIDTH-1]==sum[WIDTH-1])):(sameSign&&(sum[WIDTH-1]!=regDst[WIDTH-1])); 
	assign negative = ((regDst < regSrc) && sameSign)||(regDst[WIDTH - 1] == 1'b1 && !sameSign); 
	always@(*) begin
		if (aluOp == 3'b111)
			aluResult <= regDst * regSrc;  
		else begin
			case(aluOp[1:0])
				2'b00: aluResult <= sum;  
				2'b01: aluResult <= regDst & regSrc;  
				2'b10: aluResult <= regDst | regSrc;  
				2'b11: aluResult <= regDst ^ regSrc;  
			endcase
		end
	end
endmodule
==> flow/run.sh <==
#!/bin/bash
# OpenROAD 26Q1-2900-gdf79404cd8, Yosys 0.63+post, stock flow scripts
make -C /OpenROAD-flow-scripts/flow DESIGN_CONFIG=/design/flow/config.mk WORK_HOME=/design/flow/orfs finish
==> flow/config.mk <==
export PLATFORM = sky130hd
export DESIGN_NAME = ALU
export DESIGN_NICKNAME = ALU
export VERILOG_FILES = /design/flow/design.v
export SDC_FILE = /design/flow/constraint.sdc
export NUM_CORES = 4
export LEC_CHECK = 1
export CORE_UTILIZATION = 40
==> flow/constraint.sdc <==
current_design ALU

set clk_period 17.9
set clk_io_pct 0.2

create_clock -name clk0 -period $clk_period

set non_clock_inputs [all_inputs -no_clocks]
set_input_delay [expr $clk_period * $clk_io_pct] -clock clk0 $non_clock_inputs
set_output_delay [expr $clk_period * $clk_io_pct] -clock clk0 [all_outputs]
==> impl_metrics.tcl <==
# collected from the flow reports
set metrics [dict create \
    status "complete, no violations" \
    regArea_um2 0 \
    dieArea_um2 16900 \
    grt_max_degree 41 \
    critical_path.max_fanout 10 \
    fin_crit_sh_pct 80.4 \
    dr.pass1.iters 5 \
    ir_drop_mv 0.0848 \
    grt_pass1_wl_mm 31.8 \
    cp.arrival_ps 10810 \
    start_kind "input pin" \
    ys_types 60 \
    ys_cells 837 \
    hp-class "in2out" \
    finalSetupViolCount 0 \
    adder_share_pct 48.8 \
    seq_cells 0 \
    ys_sh_xor_pct 8.28 \
    drt_iter0_drc 301 \
    ys_seq_share_pct 0 \
    warning_count 64 \
    gp_congestion 0.966 \
    diodes 0 \
    ctsHoldBuffers 0 \
    wl_per_cell_um 17.9 \
    syn_inst 837 \
    ant_nets 0 \
    powerDensity_nw_per_um2 112 \
    worst_slew_pin_slew_ps 783 \
    dpl.hpwl_mm 16.3 \
    die_w_um 130 \
    fp_util_pct 41.1 \
    grtUsageTotal_pct 26.1 \
    critical_path_required_ps 14320 \
    nFillCells 1607 \
    n_clock_buffer 0 \
    crit_type "in2out" \
    port_buffers 56 \
    compound_area_share_pct 13.1 \
    rsz0062_at_grt "no" \
    report.final.slew_viol_count 0 \
    postSynthAreaPerCell_um2 7.84 \
    drt_wl_total_mm 19.6 \
    yosys_area_um2 6560 \
    clock.fmax_ghz 0.0695 \
    vias_per_cell 5.23 \
    ys_top_logic_family "adder cells" \
    leakage_nw 3.67 \
    grt_overflow_total 0 \
    cts_setup_buffers 0 \
    drive_gt1_share_pct 2.06 \
    synthSimpleGateAreaFrac_pct 15.5 \
    fin_setup_tns_ps 0 \
    endpoint_kind "output port" \
    grt_pass1_vias 5887 \
    yosys_warnings 1 \
    core_region_area_um2 15900 \
    drc 0 \
    cts-resized-gates 0 \
    num_rows 46 \
    period_minus_slack_ps 14390 \
    antenna_found_initial 0 \
    ioPinCount 56 \
    synth_area_um2 6560 \
    hold_viol 0 \
    mux_share_pct 3.38 \
    vias 5701 \
    max_slew_margin_pct 47.1 \
    drv_cap 0 \
    areaGrowthSynthToFinish_pct 11.7 \
    fin_util_pct 46.0 \
    dieHeight_um 130 \
]
==> worst max-delay path, cell delays in order <==
cell             delay, ps
clkdlybuf4s50_1        840
clkinv_1               460
nor2_1                 260
fa_1                   440
fa_1                   490
ha_1                   200
fa_1                   480
inv_1                   50
fa_1                   480
fa_1                   490
inv_1                   40
ha_1                   330
a21oi_1                170
xor2_1                 420
a221oi_1               170
a2111o_1               320
nor3_2                 160
or4b_1                 470
and4bb_1               280
and4b_1                200
clkdlybuf4s50_1        460
==> path summary, 6_finish.rpt <==
check,start,end,slack (ps),cells after the start
hold / removal,aluOp[2],carry,8160,5
setup / recovery,regSrc[1],zero,3510,21
==> power by group <==
part           switching [mW]  internal (mW)
registers                   0              0
clock network               0              0
logic                   0.467          0.356
==> synth_stat cells (all sizes together) (7+ instances only) <==
cell,instances,area share (%)
o21ai,25,1.9
nor2,96,5.5
inv,164,9.4
a21oi,28,2.2
o21a,14,1.6
xor2,23,3.1
xnor2,39,5.2
clkbuf,19,1.1
ha,126,24
nand2,88,5.0
or3,7,0.67
nor3,11,0.92
a21o,8,0.92
fa,81,25
==> cells by family (layout without fill, tap and decap cells) <==
group	after synthesis	after routing
and+or+nand+nor	235	235
adders and majority gates	207	207
buffers and inverters	191	228
AOI/OAI and AO/OA	128	128
xor gates and xnor gates	62	62
muxes	14	14
==> metrics by stage <==
step           power [mW]  std cells  instance area, um^2  hold WS, ps  worst slack [ps]
5_1_grt             0.944       1090                 7330         8260              3160
6_report            0.823       1090                 7330         8160              3510
3_5_place_dp        0.818       1090                 7330         8160              3550
4_1_cts             0.826       1090                 7330         8170              3530
3_3_place_gp        0.819       1090                 7330         8180              3610
2_1_floorplan       0.590        837                 6560         7270              5290
==> per-layer routing <==
layer	vias up	wire length, um	GRT usage, %
li1	2776	-	-
met3	26	1600	6.81
met5	-	0	0
met2	188	8780	40.8
met4	0	413	5.47
met1	2711	8760	37.3
==> placed cells by master, fill, tap and decap left out, types with 4 or more instances in the layout <==
cell type        count
a211oi_1             4
a21o_1               8
a21oi_1             27
a31oi_1              6
and3_1               4
clkdlybuf4s50_1     55
clkinv_1             5
fa_1                81
ha_1               126
inv_1              164
mux2i_1              6
mux4_2               6
nand2_1             88
nand2b_1             6
nand3_1              6
nor2_1              96
nor3_1              10
o211ai_1             5
o21a_1              14
o21ai_0             25
o21bai_1             6
o22ai_1              4
or3_1                7
xnor2_1             39
xor2_1              23
==> layout make-up <==
type | count | area, um^2 | share of cell area, %
multi-input combinational | 646 | 5840 | 79.8
inverter | 169 | 634 | 8.66
timing repair buffer | 59 | 578 | 7.89
tap | 216 | 270 | 3.69
Power and IR drop assume default switching activity.
