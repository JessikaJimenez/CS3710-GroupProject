### flow/config.mk
export PLATFORM = sky130hd
export DESIGN_NAME = nesOnBoard
export DESIGN_NICKNAME = nesOnBoard
export VERILOG_FILES = /design/flow/design.v
export SDC_FILE = /design/flow/constraint.sdc
export NUM_CORES = 4
export LEC_CHECK = 1
export CORE_UTILIZATION = 40
### flow/constraint.sdc
current_design nesOnBoard

set clk_period 2.3
set clk_io_pct 0.2

create_clock -name clk0 -period $clk_period [get_ports {clk}]

set non_clock_inputs [all_inputs -no_clocks]
set_input_delay [expr $clk_period * $clk_io_pct] -clock clk0 $non_clock_inputs
set_output_delay [expr $clk_period * $clk_io_pct] -clock clk0 [all_outputs]
### flow/design.v
module hexTo7Seg(
		input [15:0]x,
		output reg [6:0]z
		);
  always @*
    case(x)
      16'd0 : z = ~7'b0111111;  
      16'd1 : z = ~7'b0000110;  
      16'd2 : z = ~7'b1011011;  
      16'd3 : z = ~7'b1001111;  
      16'd4 : z = ~7'b1100110;  
      16'd5 : z = ~7'b1101101;  
      16'd6 : z = ~7'b1111101;  
      16'd7 : z = ~7'b0000111;  
      16'd8 : z = ~7'b1111111;  
      16'd9 : z = ~7'b1100111;  
      16'd10 : z = ~7'b1110111;  
      16'd11 : z = ~7'b1111100;  
      16'd12 : z = ~7'b1011000;  
      16'd13 : z = ~7'b1011110;  
      16'd14 : z = ~7'b1111001;  
      16'd15 : z = ~7'b1110001;  
      default : z = ~7'b1001001;  
    endcase
endmodule 
module nesInterface
(
    input clk,
    input nesData,
    output nesClock,
    output nesLatch,
	 output reg [7:0] controllerData,
	 output reg [15:0] assemblyButton
);
reg [15:0] clkCount = 16'd0;
localparam perioudCount = 16'd30;
reg [15:0] pulseState;
reg clkDiv = 0;
reg [7:0] dataIn = 0;
initial begin
	pulseState <= 16'd0;
end
always @(posedge clk) begin
    if (clkCount == perioudCount) begin
        clkDiv = ~clkDiv;
        clkCount <= 0;
    end
    else begin
      clkCount <= clkCount + 16'd1;
    end
end
always @(negedge clkDiv) begin
    if (pulseState == 0) begin
		  dataIn[pulseState] <= nesData;
        pulseState <= pulseState + 16'd1;
    end
    else if ((pulseState > 0) && (pulseState < 9)) begin
        dataIn[pulseState] <= nesData;
        pulseState <= pulseState + 16'd1;
    end
    else begin
		controllerData <= dataIn;
        if (dataIn[4] == 0) begin
            assemblyButton <= 16'd4;
        end
        else if (dataIn[5] == 0) begin
            assemblyButton <= 16'd1;
        end
        else if (dataIn[6] == 0) begin
            assemblyButton <= 16'd3;
        end
        else if (dataIn[7] == 0) begin
            assemblyButton <= 16'd2;
        end
        else if (dataIn[0] == 0) begin
            assemblyButton <= 16'b1111111111111111;
        end
        else if (dataIn == 8'b11111111) begin
            assemblyButton <= 16'd0;
        end
        else begin
            assemblyButton <= 16'd0;
        end
        pulseState <= 0;
    end
end
assign nesClock = clkDiv & ((pulseState > 0) && (pulseState < 9));
assign nesLatch = clkDiv & (pulseState == 0);
endmodule
module nesOnBoard
(
    input clk,
    input nesData,
    output nesClock,
    output nesLatch,
	 output [7:0] leds,
	 output [6:0] hexOut
);
wire [15:0] assemblyData;
	nesInterface UUT (
		.clk(clk),  
       .nesData(nesData),
       .nesClock(nesClock),
       .nesLatch(nesLatch),
		 .controllerData(leds),
		 .assemblyButton(assemblyData)
	);
	hexTo7Seg readHex(
	.x(assemblyData),
	.z(hexOut)
   );
endmodule
### flow/run.sh
#!/bin/bash
# OpenROAD 26Q1-2900-gdf79404cd8, Yosys 0.63+post, stock flow scripts
make -C /OpenROAD-flow-scripts/flow DESIGN_CONFIG=/design/flow/config.mk WORK_HOME=/design/flow/orfs finish
==> qor.yml <==
cts:
  ctsHoldBuffers: 0
  tritoncts_clock_tree: "yes"
  clockBufferDepth: 2
  ctsHtreeMaxLevel: 1
  clock.latency.late_pin_ps: 250
  cts.repair.resized: 0
  cts_setup_buffers: 0
  numCtsBuffers: 3
  cts.clk_slew.worst_paths_ps: 60
  cts_root_buf: "sky130_fd_sc_hd__clkbuf_8"
place:
  dp_slack_ps: 648
  place_hpwl_um: 3520
  place_congestion: 0.819
  numPortBuffers: 18
  placed_cells: 377
route:
  detail_route.wl_per_cell_um: 12.3
  ant_nets: 0
  detail_route.iter0.violations: 62
  via_per_inst: 5.25
  dr_total_vias: 1999
  detail_route.first_pass.iterations: 4
  remaining_drc_errors: 0
  n_antenna_cell: 0
  finalWirelength_um: 4700
floorplanning:
  design.die.area_mm2: 0.00726
  die_w_um: 85.2
  top_level_ports: 19
  core.rowCount: 29
  core_area_mm2: 0.00653
  fp-utilization_pct: 42.4
  fp.dieH_um: 85.2
logic_synthesis:
  ys_top_cells_by_area: "sky130_fd_sc_hd__dfxtp_1 23%, sky130_fd_sc_hd__edfxtp_1 23%, sky130_fd_sc_hd__xnor2_1 4.7%, sky130_fd_sc_hd__nand2_1 3.8%, sky130_fd_sc_hd__ha_1 3.6%"
  post_synth_instance_area_mm2: 0.00277
  ys_seq_share_pct: 45.9
  yosys.area.top_type_share_pct: 23.1
  number_of_synthesized_flops_with_an_enable_pin: 21
  netlist-cell-type-count: 50
  seq_cells_post_synth: 53
  yosys_warnings: 2
  synthCells: 280
  asyncSetResetFlopFracSynth_pct: 0
  yosysCellCount: 280
  yosys_top_cell_by_area: "sky130_fd_sc_hd__dfxtp_1"
  synth.avg_cell_area_um2: 9.88
  yosys.stat.chipArea_mm2: 0.00277
  dominantRegCellSynth: "sky130_fd_sc_hd__dfxtp_1"
run_status:
  status: "finished clean"
critical_path:
  launch_point_of_the_critical_path: "UUT.clkDiv$_DFFE_PN_"
  reg2reg_from: "UUT.clkCount[0]$_SDFF_PN0_"
  worst_ep_arrival_time_ps: 1430
  timing_worst_setup_path_type: "reg2out"
  setup.worst_path.end_class: "output pin"
  crit_fanout: 2
  reg2reg_depth: 4
  timing.critical_path.required_ps: 1840
  critical_path.startpoint_type: "register"
sta:
  timing.slew.headroom_pct: 50.3
  report.final.setup_viol: 0
  rsz0062_at_grt: "no"
  skew_ps: 6.41
  tightestPinTransition_ps: 743
  finalSetupTns_ps: 0
  max_frequency_ghz: 0.529
  finalCriticalPeriod_ps: 1890
  worst_slack_ps: 410
  number_of_register_pins_that_no_clock_reaches: 36
  hold_violations: 0
  count_of_endpoints_without_a_timing_constraint: 59
  slew_viol_final: 0
  post-route-period-util_pct: 82.2
final_layout:
  area_delta_synth_final_pct: 11.4
  layout-drive-gt1-share_pct: 4.93
  final_core_occ_pct: 47.2
  layout.cells.non_filler: 381
hold_path:
  hold_path_startpoint: "UUT.clkCount[15]$_SDFF_PN0_"
  hold_path.class: "reg2reg"
  min_delay_path_depth: 1
power:
  worst_ir_drop_vdd_mv: 0.247
  power_per_cell_area_mw_per_mm2: 167
  cell_leakage_power_nw: 1.15
  p_total_mw: 0.514
grt:
  grtUsageTotal_pct: 14.3
  antenna_found_initial: 0
  wire_length_of_the_first_global_routing_pass_um: 8220
  pin_count_of_the_biggest_net_entering_global_routing: 38
  grt_remaining_overflow: 0
  grt_pass1_vias: 1802
flow_run:
  max_cap_viol: 0
  stage_log_warning_count: 30
## placed cells by master, fill, tap and decap left out, types with 2 or more instances in the layout
cell type                          n
sky130_fd_sc_hd__inv_1            12
sky130_fd_sc_hd__a21o_1            2
sky130_fd_sc_hd__nand3_1           9
sky130_fd_sc_hd__a31oi_1           3
sky130_fd_sc_hd__and3_1            6
sky130_fd_sc_hd__mux2i_1           3
sky130_fd_sc_hd__nor4_1            6
sky130_fd_sc_hd__or3_1             2
sky130_fd_sc_hd__nor2_1           26
sky130_fd_sc_hd__xnor2_1          15
sky130_fd_sc_hd__a211o_1           2
sky130_fd_sc_hd__edfxtp_1         21
sky130_fd_sc_hd__nor4b_1           3
sky130_fd_sc_hd__clkbuf_8          3
sky130_fd_sc_hd__o32ai_2           2
sky130_fd_sc_hd__nand4_1          13
sky130_fd_sc_hd__buf_4             2
sky130_fd_sc_hd__and4_1            2
sky130_fd_sc_hd__a22o_1            2
sky130_fd_sc_hd__dfxtp_1          32
sky130_fd_sc_hd__o31ai_1           3
sky130_fd_sc_hd__nor3_2            2
sky130_fd_sc_hd__xor2_1            6
sky130_fd_sc_hd__nand2_1          28
sky130_fd_sc_hd__ha_1              8
sky130_fd_sc_hd__o21ai_0           4
sky130_fd_sc_hd__nor2b_1           3
sky130_fd_sc_hd__nand2b_1          4
sky130_fd_sc_hd__mux2_1            8
sky130_fd_sc_hd__a21oi_1           9
sky130_fd_sc_hd__nor3_1           11
sky130_fd_sc_hd__nor4_4            2
sky130_fd_sc_hd__conb_1           12
sky130_fd_sc_hd__and2_1            4
sky130_fd_sc_hd__clkdlybuf4s50_1  18
## synthesized netlist by cell type (2+ instances only)
master                     instances
sky130_fd_sc_hd__a211o_1           2
sky130_fd_sc_hd__ha_1              8
sky130_fd_sc_hd__o21ai_0           4
sky130_fd_sc_hd__or3_1             2
sky130_fd_sc_hd__nor4b_1           3
sky130_fd_sc_hd__mux2_1            8
sky130_fd_sc_hd__nand4_1          13
sky130_fd_sc_hd__a31oi_1           3
sky130_fd_sc_hd__a22o_1            2
sky130_fd_sc_hd__edfxtp_1         21
sky130_fd_sc_hd__nand2b_1          4
sky130_fd_sc_hd__xor2_1            6
sky130_fd_sc_hd__inv_1            12
sky130_fd_sc_hd__nand3_1           9
sky130_fd_sc_hd__nor4_1            6
sky130_fd_sc_hd__nor4_4            2
sky130_fd_sc_hd__a21o_1            2
sky130_fd_sc_hd__buf_2             5
sky130_fd_sc_hd__o31ai_1           3
sky130_fd_sc_hd__xnor2_1          15
sky130_fd_sc_hd__nor3_1           11
sky130_fd_sc_hd__nor2b_1           3
sky130_fd_sc_hd__nor2_1           26
sky130_fd_sc_hd__o32ai_2           2
sky130_fd_sc_hd__buf_6             2
sky130_fd_sc_hd__nand2_1          28
sky130_fd_sc_hd__and4_1            2
sky130_fd_sc_hd__and2_1            4
sky130_fd_sc_hd__mux2i_1           3
sky130_fd_sc_hd__a21oi_1           9
sky130_fd_sc_hd__clkbuf_1          4
sky130_fd_sc_hd__and3_1            6
sky130_fd_sc_hd__nor3_2            2
sky130_fd_sc_hd__dfxtp_1          32
## state kept, by name, indices dropped and copies added (netlist names)
register	cells
UUT.dataIn	8
UUT.clkCount	16
UUT.pulseState	16
UUT.assemblyButton	4
UUT.controllerData	8
UUT.clkDiv	1
## per-layer routing
layer	part of all wire, %	vias up	wire, um	GRT usage (%)
met2	45	35	2110	22.9
met5	0	-	0	0
li1	-	1059	-	-
met3	2.3	2	107	1.09
met1	52	903	2470	23.3
met4	0.30	0	14	0.924
## area by class of cell
type | count | area [um2]
Timing Repair Buffer | 20 | 195
Inverter | 12 | 45.0
Multi-Input combinational cell | 215 | 1430
Clock buffer | 4 | 45.0
Fill cell | 603 | 3450
Tap cell | 77 | 96.3
Sequential cell | 53 | 1270
## where the power goes
group / leakage [nW] / switching, mW / internal [mW] / total (mW)
combinational: 0.651 / 0.00340 / 0.00164 / 0.00504
sequential: 0.472 / 0 / 0.298 / 0.298
clock: 0.0228 / 0.0880 / 0.122 / 0.211
total: 1.15 / 0.0914 / 0.422 / 0.514
## critical path, stage by stage (launching register included)
cell                              delay (ps)
sky130_fd_sc_hd__edfxtp_1                350
sky130_fd_sc_hd__inv_1                    60
sky130_fd_sc_hd__a311oi_1                270
sky130_fd_sc_hd__clkdlybuf4s50_1         520
## through the flow
stage | cell area, um2 | hold WS, ps
2_1_floorplan | 2810 | 432
3_3_place_gp | 3040 | 450
3_5_place_dp | 3040 | 447
4_1_cts | 3080 | 457
5_1_grt | 3080 | 489
6_report | 3080 | 454
## final timing paths
path / endpoint / slack, ps
max: nesClock / 410
min: UUT.clkCount[15]$_SDFF_PN0_ / 450
max reg2reg: UUT.clkDiv$_DFFE_PN_ / 870
min reg2reg: UUT.clkCount[15]$_SDFF_PN0_ / 450
## cells by family after synthesis
| kind of cell | count (synthesis) | synth area share (%) |
|---|---|---|
| multiplexers | 11 | 4.34 |
| buffers and inverters | 23 | 3.89 |
| AND-OR/OR-AND | 37 | 9.86 |
| adder cells (fa/ha/maj) | 8 | 3.62 |
| other | 1 | 0.135 |
| flip-flops | 53 | 45.9 |
| XOR/XNOR | 21 | 6.65 |
| AND/OR/NAND/NOR | 126 | 25.6 |
No activity file was given, so power comes from the tool's default toggle rates.
