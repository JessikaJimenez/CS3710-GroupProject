==> design/flow/design.v <==
module controller(input clk, reset,
                  input [3:0] firstOp,
		  input [3:0] condition,
                  input [3:0] extendedOp,
                  input [4:0] flags,
                  output reg [2:0] aluOp,
                  output reg [1:0] outputSelect,
                  output reg regWrite, memWrite, luiInstruction, retrieveInstruction,
                             zeroExtend, pcContinue, pcOverwrite, flagSet, rTypeInstruction,
                             pcInstruction, storeNextInstruction, loadPC);
    parameter   FETCH1           = 5'b00000;
    parameter   FETCH2           = 5'b11111;
    parameter   DECODE           = 5'b00001;
    parameter   ADD              = 5'b00101;
    parameter   ADDI             = 5'b00110;
    parameter   SUB              = 5'b00111;
    parameter   SUBI             = 5'b01000;
    parameter   AND              = 5'b01001;
    parameter   ANDI             = 5'b01010;
    parameter   OR               = 5'b01011;
    parameter   ORI              = 5'b01100;
    parameter   XOR              = 5'b01101;
    parameter   XORI             = 5'b01110;
    parameter   MOVI             = 5'b01111;
    parameter   SHFT             = 5'b10000;
    parameter   SHFTI            = 5'b10001;
    parameter   MOV              = 5'b10010;
    parameter   LUI              = 5'b10011;
    parameter   MEMLOAD          = 5'b10100;
    parameter   BRANCH           = 5'b10101;
    parameter   JAL              = 5'b10110;
    parameter   WRITEANDSETFLAGS = 5'b11000;
    parameter   ONLYSETFLAGS     = 5'b11001;
    parameter   WRITETOREG       = 5'b11010;
    parameter   WRITETOMEM       = 5'b11011;
    parameter   WRITETOPC        = 5'b11100;
    parameter   MUL              = 5'b11101;
    parameter   MULI             = 5'b11110;
    parameter EQ    = 4'b0000;
    parameter NE    = 4'b0001;
    parameter CS    = 4'b0010;
    parameter CC    = 4'b0011;
    parameter HI    = 4'b0100;
    parameter LS    = 4'b0101;
    parameter GT    = 4'b0110;
    parameter LE    = 4'b0111;
    parameter FS    = 4'b1000;
    parameter FC    = 4'b1001;
    parameter LO    = 4'b1010;
    parameter HS    = 4'b1011;
    parameter LT    = 4'b1100;
    parameter GE    = 4'b1101;
    parameter UC    = 4'b1110;
    parameter NJ    = 4'b1111;
    reg [4:0] state, nextstate; 
    wire negative, zero, flag, low, carry;
    assign negative = flags[4];
    assign zero = flags[3];
    assign flag = flags[2];
    assign low = flags[1];
    assign carry = flags[0];
    always @(posedge clk)
      if(~reset) state <= FETCH1;
      else state <= nextstate;
    function [4:0] specialDecode(input [3:0] extendedOpCode);
        case(extendedOpCode)
            4'b0000: specialDecode = MOV;  
            4'b0001: specialDecode = AND;
            4'b0010: specialDecode = OR;
            4'b0011: specialDecode = XOR;
            4'b0100: specialDecode = MOV;  
            4'b0101: specialDecode = ADD;
            4'b1000: specialDecode = JAL;
            4'b1001: specialDecode = SUB;
            4'b1011: specialDecode = SUB;
            4'b1100: specialDecode = conditionCheck(condition);
            4'b1101: specialDecode = MOV;
            4'b1110: specialDecode = MUL;
            default: specialDecode = FETCH1;  
        endcase
    endfunction
    function [4:0] conditionCheck(input [3:0] cond);
        case(cond)
            EQ: begin
                    if (zero)  
                        conditionCheck = passCondition(firstOp[3]);
                    else
                        conditionCheck = FETCH1;
                end
            NE: begin
                    if (!zero)  
                        conditionCheck = passCondition(firstOp[3]);
                    else
                        conditionCheck = FETCH1;
                end
            CS: begin
                    if (carry)  
                        conditionCheck = passCondition(firstOp[3]);
                    else
                        conditionCheck = FETCH1;
                end
            CC: begin
                    if (!carry)  
                        conditionCheck = passCondition(firstOp[3]);
                    else
                        conditionCheck = FETCH1;
                end
            HI: begin
                    if (!low && !zero)  
                        conditionCheck = passCondition(firstOp[3]);
                    else
                        conditionCheck = FETCH1;
                end
            LS: begin
                    if (low || zero)  
                        conditionCheck = passCondition(firstOp[3]);
                    else
                        conditionCheck = FETCH1;
                end
            GT: begin
                    if (!negative && !zero)  
                        conditionCheck = passCondition(firstOp[3]);
                    else
                        conditionCheck = FETCH1;
                end
            LE: begin
                    if (negative || zero)  
                        conditionCheck = passCondition(firstOp[3]);
                    else
                        conditionCheck = FETCH1;
                end
            FS: begin
                    if (flag)  
                        conditionCheck = passCondition(firstOp[3]);
                    else
                        conditionCheck = FETCH1;
                end
            FC: begin
                    if (!flag)  
                        conditionCheck = passCondition(firstOp[3]);
                    else
                        conditionCheck = FETCH1;
                end
            LO: begin
                    if (low)  
                        conditionCheck = passCondition(firstOp[3]);
                    else
                        conditionCheck = FETCH1;
                end
            HS: begin
                    if (!low)  
                        conditionCheck = passCondition(firstOp[3]);
                    else
                        conditionCheck = FETCH1;
                end
            LT: begin
                    if (negative)  
                        conditionCheck = passCondition(firstOp[3]);
                    else
                        conditionCheck = FETCH1;
                end
            GE: begin
                    if (!negative)  
                        conditionCheck = passCondition(firstOp[3]);
                    else
                        conditionCheck = FETCH1;
                end
            UC: conditionCheck = passCondition(firstOp[3]);  
            NJ: conditionCheck = FETCH1;  
            default: conditionCheck = FETCH1;  
        endcase
    endfunction
    function [4:0] passCondition(input startBranch);
        if (startBranch) passCondition = BRANCH;
        else passCondition = MOV;  
    endfunction       
    always @(*)
      begin
         case(state)
            FETCH1:  nextstate <= FETCH2;
            FETCH2:  nextstate <= DECODE;
            DECODE:  case(firstOp)
                        4'b0000: nextstate <= specialDecode(extendedOp);  
                        4'b0001: nextstate <= ANDI;
                        4'b0010: nextstate <= ORI;
                        4'b0011: nextstate <= XORI;
						4'b0100: nextstate <= specialDecode(extendedOp);  
                        4'b0101: nextstate <= ADDI;
                        4'b1000: begin
                                if (extendedOp[2]) nextstate <= SHFT;  
                                else nextstate <= SHFTI;  
                            end
                        4'b1001: nextstate <= SUBI;
                        4'b1011: nextstate <= SUBI;
                        4'b1100: nextstate <= conditionCheck(condition);
                        4'b1101: nextstate <= MOVI;
                        4'b1110: nextstate <= MULI;
                        4'b1111: nextstate <= LUI;
                        default: nextstate <= FETCH1;  
                     endcase
            ADD: nextstate <= WRITEANDSETFLAGS;
            ADDI: nextstate <= WRITEANDSETFLAGS;
            SUB: begin
                    if (extendedOp[1]) nextstate <= ONLYSETFLAGS;  
                    else nextstate <= WRITEANDSETFLAGS;  
                end
            SUBI: begin
                    if (firstOp[1]) nextstate <= ONLYSETFLAGS;  
                    else nextstate <= WRITEANDSETFLAGS;  
                end
            AND: nextstate <= WRITETOREG;
            ANDI: nextstate <= WRITETOREG;
            OR: nextstate <= WRITETOREG;
            ORI: nextstate <= WRITETOREG;
            XOR: nextstate <= WRITETOREG;
            XORI: nextstate <= WRITETOREG;
            MUL: nextstate <= WRITETOREG;
            MULI: nextstate <= WRITETOREG;
            MOVI: nextstate <= WRITETOREG;
            SHFT: nextstate <= WRITETOREG;
            SHFTI: nextstate <= WRITETOREG;
            MOV: begin
                    if (firstOp == 4'b0000) nextstate <= WRITETOREG;  
                    else begin
                        if (extendedOp[3]) nextstate <= WRITETOPC;  
                        else if (extendedOp[2]) nextstate <= WRITETOMEM;  
                        else nextstate <= MEMLOAD;  
                    end
                end
            LUI: nextstate <= WRITETOREG;
            MEMLOAD: nextstate <= WRITETOREG;
            BRANCH: nextstate <= WRITETOPC;
            JAL: nextstate <= MOV;  
            WRITEANDSETFLAGS: nextstate <= FETCH1;
            ONLYSETFLAGS: nextstate <= FETCH1;
            WRITETOREG: nextstate <= FETCH1;
            WRITETOMEM: nextstate <= FETCH1;
            WRITETOPC: nextstate <= FETCH1;
            default: nextstate <= FETCH1;  
         endcase
      end
    always @(*) begin
	  aluOp                <= 3'b000;
	  outputSelect         <= 2'b00;
	  regWrite             <= 0;
	  memWrite             <= 0;
	  luiInstruction       <= 0;
	  retrieveInstruction  <= 0;
	  zeroExtend           <= 0;
	  pcContinue           <= 0;
	  pcOverwrite          <= 0;
	  flagSet              <= 0;
	  rTypeInstruction     <= 0;
	  pcInstruction        <= 0;
	  storeNextInstruction <= 0;
      loadPC               <= 0;
          case (state)
		FETCH1: begin
				loadPC <= 1;
				outputSelect <= 2'b11;  
			end
        FETCH2: begin
                loadPC <= 1;
                retrieveInstruction <= 1;
                pcContinue <= 1;
            end
		DECODE: begin
			end
		ADD: begin
				rTypeInstruction <= 1;
				aluOp <= 3'b000;
			end
		ADDI: begin
				aluOp <= 3'b000;
			end
		SUB: begin
				rTypeInstruction <= 1;
				aluOp <= 3'b100;
			end
		SUBI: begin
				aluOp <= 3'b100;
			end
		AND: begin
				rTypeInstruction <= 1;
				aluOp <= 3'b001;
			end
		ANDI: begin
				zeroExtend <= 1;
				aluOp <= 3'b001;
			end
		OR: begin
				rTypeInstruction <= 1;
				aluOp <= 3'b010;
			end
		ORI: begin
				zeroExtend <= 1;
				aluOp <= 3'b010;
			end
		XOR: begin
				rTypeInstruction <= 1;
				aluOp <= 3'b011;
			end
		XORI: begin
				zeroExtend <= 1;
				aluOp <= 3'b011;
			end
        MUL: begin
                rTypeInstruction <= 1;
                aluOp <= 3'b111;
            end
        MULI: begin
                aluOp <= 3'b111;
            end
		MOVI: begin
				zeroExtend <= 1;
				outputSelect <= 2'b10;  
			end
		SHFT: begin
				rTypeInstruction <= 1;
                zeroExtend <= !extendedOp[1];  
				outputSelect <= 2'b01;  
			end
		SHFTI: begin
                zeroExtend <= !extendedOp[1];  
				outputSelect <= 2'b01;  
			end
		MOV: begin
				rTypeInstruction <= 1;
				outputSelect <= 2'b10;  
			end
		LUI: begin
				luiInstruction <= 1;
				outputSelect <= 2'b01;  
			end
		MEMLOAD: begin
				outputSelect <= 2'b11;  
			end
		BRANCH: begin
				pcInstruction <= 1;
			end
		JAL: begin
				storeNextInstruction <= 1;
				regWrite <= 1;
			end
		WRITEANDSETFLAGS: begin
				regWrite <= 1;
				flagSet <= 1;
			end
		ONLYSETFLAGS: begin
				flagSet <= 1;  
			end
		WRITETOREG: begin
				regWrite <= 1;
			end
		WRITETOMEM: begin
				memWrite <= 1;
			end
		WRITETOPC: begin
				pcOverwrite <= 1;
			end		
		default: begin
			end
      endcase
    end
endmodule 
==> design/flow/run.sh <==
#!/bin/bash
# OpenROAD 26Q1-2900-gdf79404cd8, Yosys 0.63+post, stock flow scripts
make -C /OpenROAD-flow-scripts/flow DESIGN_CONFIG=/design/flow/config.mk WORK_HOME=/design/flow/orfs finish
==> design/flow/config.mk <==
export PLATFORM = sky130hd
export DESIGN_NAME = controller
export DESIGN_NICKNAME = controller
export VERILOG_FILES = /design/flow/design.v
export SDC_FILE = /design/flow/constraint.sdc
export NUM_CORES = 4
export LEC_CHECK = 1
export CORE_UTILIZATION = 30
==> design/flow/constraint.sdc <==
current_design controller

set clk_period 2.2
set clk_io_pct 0.2

create_clock -name clk0 -period $clk_period [get_ports {clk}]

set non_clock_inputs [all_inputs -no_clocks]
set_input_delay [expr $clk_period * $clk_io_pct] -clock clk0 $non_clock_inputs
set_output_delay [expr $clk_period * $clk_io_pct] -clock clk0 [all_outputs]
==> results.yml <==
# physical design summary
outcome:
  status: "complete, no violations"
cells_and_area:
  area_growth_pct: 38.4
  top_register: "state"
  drive_gt1_share_pct: 12.1
  largestRegisters: "state: 28 flops"
  layout_top_cell: "clkdlybuf4s50_1"
  layout_top_cells: "32 x clkdlybuf4s50_1, 25 x nor2_1, 25 x dfxtp_1"
  largest_reg_flops: 28
  post-route-util_pct: 44.3
logic_synthesis:
  xor_share_pct: 2.46
  ys.flops: 28
  mux_area_share_pct: 0.703
  ff_type: "dfxtp_1"
  yosysWarnings: 1
  ys_seq_share_pct: 39.4
  ys_top_logic_family: "simple AND/OR/NAND/NOR gates"
  syn-cell-area_um2: 1420
  aoi_share_pct: 14.4
  synth-adder-area-share_pct: 0
  ys_cells: 179
  simple_gate_share_pct: 39.1
  syn_inst: 179
  async_reset_ff_share_pct: 0
  syn_avg_cell_area_um2: 7.95
  synth-edff-count: 0
  synth.distinct_cells: 44
  yosys_area_um2: 1420
final_timing:
  whs_ns: 0.506
  post-route-period-util_pct: 96.2
  slew_headroom_pct: 74.3
  hold_violations: 0
  setup_viol: 0
  rsz0062_at_grt: "no"
  slew_viol_final: 0
  fmax_ghz: 0.472
  tns_ns: 0
  worst_pin_slew_ns: 0.381
  fin_skew_ns: 0.00110
  final.min_clock_period_ns: 2.12
grt:
  grt_start_max_net_pins: 17
  grt_pass1_wl_um: 6310
  grt_pass1_vias: 1355
  antenna_found_initial: 0
  grt.overflow.total: 0
  grtUsageTotal_pct: 15.9
detailed_routing:
  antenna_left: 0
  vias: 1432
  wl_per_cell_um: 13.6
  drt-total-wl_um: 3740
  dr.first_iter.drc_count: 125
  via_per_inst: 5.21
  route.detailed.drc: 0
  num_antenna_cells: 0
  firstDrtPassIters: 6
run:
  warnings: 25
  drv_cap: 0
floorplan:
  pin_count: 36
  core_um2: 4440
  initCoreUtil_pct: 32.0
  rows: 24
  die_w_um: 70.9
  die_y_um: 70.9
  chipArea_um2: 5030
critical_path:
  crit_start: "state[21]"
  critPathArrivalTime_ns: 1.68
  r2r-start: "state[3]"
  path_max_fanout: 3
  worstPathRequired_ns: 1.76
  startpoint_type: "flop"
  critPathKind: "reg -> out"
  critPathCaptureType: "output port"
power_and_ir_drop:
  total_power_mw: 1.09
  power_density_nw_per_um2: 555
  power.leakage_nw: 0.788
  vdd_ir_drop_max_mv: 0.338
cts:
  cts_tree: "built"
  cts_max_level: 1
  cts_buffer_depth: 2
  cts_num_sinks: 28
  clkLatencyLatePin_ns: 0.27
  cts_inserted_buffers: 3
  clk_pin_slew_worst_paths_ns: 0.09
  post-cts-setup-buffers: 0
  cts-root-buf: "clkbuf_8"
placement:
  dp_hpwl_um: 3030
  port_buffers: 35
  gp_congestion: 0.890
min_path:
  hold_path.class: "reg -> reg"
  worstHoldStart: "state[19]"
## timing repair
item                                    4_1_cts  5_1_grt
pin swaps                                     3        2
hold buffers                                  0        0
gates resized                                 7        0
endpoints found under the setup margin        3        2
## metal layers
layer	wire, um	share of wire (%)	track usage [%]	up-vias
met1	1890	50	23.4	650
met2	1640	44	26.5	38
met5	0	0	0	-
met3	171	4.6	2.02	4
met4	42	1.1	1.56	0
li1	-	-	-	740
## cell type report
class	instances	area, um2
clock buffers	3	41.3
clock inverters	1	30.0
fillers	439	2470
inverters	6	22.5
multi-input cells	138	811
flip-flops and latches	28	564
well taps	52	65.1
repair buffers	47	437
## stage by stage
step / instances / cell area, um2 / setup slack [ns]
after floorplan: 179 / 1420 / 0.681
after global placement: 271 / 1900 / 0.0104
after detailed placement: 271 / 1900 / 0.0140
after CTS: 275 / 1970 / 0.0176
after global routing: 275 / 1970 / 0.0164
final: 275 / 1970 / 0.0836
## cell families after synthesis
group,Yosys count
AND/OR/NAND/NOR,103
multiplexers,1
buffers and inverters,13
flip-flops,28
AND-OR/OR-AND,30
XOR/XNOR,4
## cell usage after synthesis, types with 3 or more instances
cell type  number  share of area [%]
xnor2_1         4                2.5
a21oi_1         3                1.1
dfxtp_1        28                 39
nor4_1          9                4.0
or3_1           6                2.6
nand3_1         4                1.4
buf_2           3                1.1
o21ai_0         7                2.5
nor2_1         25                6.6
nand2_1        21                5.5
nor2b_1         3                1.3
inv_1           5                1.3
nor3_1          8                2.8
nand2b_1        7                3.1
or4_1           4                2.1
a31oi_1         5                2.2
clkbuf_1        3               0.79
## worst paths after layout
kind                            slack, ns       end  depth (start not counted)
worst max-delay path                 0.08  aluOp[1]                          3
worst min-delay path                 0.51  state[6]                          2
worst max register to register       0.67  state[0]                          5
worst min register to register       0.51  state[6]                          2
## power breakdown
group,switching [mW],leakage (nW),internal [mW]
combinational,0.0828,0.525,0.0948
sequential,0.00430,0.228,0.511
clock,0.157,0.0357,0.243
total,0.244,0.788,0.849
## critical path: stages (launching register included)
cell and delay [ns]:
dfxtp_2 0.33, or4_4 0.53, or3_1 0.31, dlygate4sd2_1 0.24
Power is estimated from default activity; no workload was simulated.
